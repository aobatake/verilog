==> flow/design.v <==
module DMemory_IO(
		rdata,   
		io_display,	 
		clock,   
		addr,    
		wdata,   
		write,   
		read,    
		io_sw0,  
		io_sw1   
		);
output [15:0] rdata;
output [6:0] io_display;
input clock;
input [15:0] addr;
input [15:0] wdata;
input write;
input read;
input io_sw0;
input io_sw1;
reg [15:0] memcell[0:127];  
reg [15:0] rdata;
wire [15:0] mem_rdata;  
wire [15:0] io_rdata;   
reg [6:0] io_display;  
assign mem_rdata = memcell[addr[7:1]];  
assign io_rdata = {14'd0,io_sw1,io_sw0};
always @(addr or mem_rdata or io_rdata or read)
	begin
	if (read == 0) rdata = 0;
	else  
		begin
		if (addr >= 0 && addr < 256) 	rdata = mem_rdata; 
		else if (addr == 16'hfff0) 		rdata = io_rdata;
		else rdata = 0;  
		end
	end
always @(posedge clock)
	if (write == 1 && addr == 16'hfffa) 
         io_display <= wdata[6:0];
always @(posedge clock)
	if (write == 1 && addr[15:8] == 0) memcell[addr[7:1]] <= wdata;
endmodule
module RegFile(
	rdata1,   
	rdata2,   
	clock,		
	wdata,    
	waddr,    
	raddr1,   
	raddr2,   
	write     
	);			
output [15:0] rdata1, rdata2; 	
input clock;
input [15:0] wdata; 			
input [2:0] raddr1, raddr2; 	
input [2:0] waddr; 			
input write;					
reg [15:0] rdata1, rdata2;
reg [15:0] regcell[0:7];		 
always @(negedge clock) if (write==1) regcell[waddr]<=wdata;
always @(raddr1 or regcell[raddr1]) 
	if (raddr1 == 7) 	rdata1 = 0;
	else 				rdata1 = regcell[raddr1];
always @(raddr2 or regcell[raddr2]) 
	if (raddr2 == 7) 	rdata2 = 0;
	else 				rdata2 = regcell[raddr2];
endmodule
module ALU(
	result,       
	zero_result,  
	indata0,      
	indata1,      
	select        
	);		
output [15:0] result;
output zero_result;
input [15:0] indata0, indata1;
input [2:0] select;
reg [15:0] result;
reg zero_result;
always @(indata0 or indata1 or select)
	case(select)
	0: result = indata0 + indata1;
	1: result = indata0 - indata1;
	2: result = indata1;
	3: result = indata0 | indata1;
	4: result = indata0 & indata1;
	default: result = 0;
	endcase
always @(result)  
	if (result == 0) 	zero_result = 1;
	else 			  	zero_result = 0;
endmodule
module MUX2_3(
    result,
    indata0,
    indata1,
    select
    );
output [2:0] result;
input [2:0] indata0, indata1;
input select;
reg [2:0] result;
always @(indata0 or indata1 or select)
    case(select)
    0: result = indata0;
    1: result = indata1;
    endcase
endmodule
module MUX2(
	result,    
	indata0,   
	indata1,   
	select     
	);	
output [15:0] result;
input [15:0] indata0, indata1;
input select;
reg [15:0] result;
always @(indata0 or indata1 or select)
	case(select)
	0: result = indata0;
	1: result = indata1;
	endcase
endmodule
module MUX4(
	result,   
	indata0,  
	indata1,  
	indata2,  
	indata3,  
	select    
	);	
output [15:0] result;
input [15:0] indata0, indata1, indata2, indata3;
input [1:0] select;
reg [15:0] result;
always @(indata0 or indata1 or indata2 or indata3 or select)
	case(select)
	0: result = indata0;
	1: result = indata1;
	2: result = indata2;
	3: result = indata3;
	endcase
endmodule
module SignExt(
    result,
    value
    );
output [15:0] result;
input [6:0] value;
assign result = {{9{value[6]}},value};
endmodule
==> flow/run.sh <==
#!/bin/bash
# OpenROAD 26Q1-2900-gdf79404cd8, Yosys 0.63+post, stock flow scripts
make -C /OpenROAD-flow-scripts/flow DESIGN_CONFIG=/design/flow/config.mk WORK_HOME=/design/flow/orfs finish
==> flow/config.mk <==
export PLATFORM = sky130hd
export DESIGN_NAME = DMemory_IO
export DESIGN_NICKNAME = DMemory_IO
export VERILOG_FILES = /design/flow/design.v
export SDC_FILE = /design/flow/constraint.sdc
export NUM_CORES = 4
export LEC_CHECK = 1
export CORE_UTILIZATION = 50
==> flow/constraint.sdc <==
current_design DMemory_IO

set clk_period 41.3
set clk_io_pct 0.2

create_clock -name clk0 -period $clk_period [get_ports {clock}]

set non_clock_inputs [all_inputs -no_clocks]
set_input_delay [expr $clk_period * $clk_io_pct] -clock clk0 $non_clock_inputs
set_output_delay [expr $clk_period * $clk_io_pct] -clock clk0 [all_outputs]
==> impl_metrics.toml <==
# implementation run metrics
[power]
cellLeakagePower_uw = 0.0289
p_switching_uw = 951
pwr-share-comb_pct = 5.7
p_seq_share_pct = 53.4
netSwitchingFraction_pct = 22.1
p_total_uw = 4290
power_density_nw_per_um2 = 47.6
ir_worst_vdd_v = 0.0000395
clkPwrFrac_pct = 40.8
p_int_uw = 3340

[floorplanning]
io_pins = 60
die_width_um = 402
fp-utilization_pct = 50.4
fp.coreArea_sq_um = 158000
die-area_sq_um = 161000
die_y_um = 402
rows = 146

[synth]
ys_seq_share_pct = 77.3
ys_area_sq_um = 79800
synth_cells = 4211
synth-edff-count = 2055
top_cells_by_count = "edfxtp_1 (2055), mux2i_1 (257), nor2_1 (238), a221oi_1 (189), mux4_2 (177)"
area_leaders = "edfxtp_1 (77%), mux4_2 (5.0%), mux2i_1 (3.2%)"
yosys_warnings = 1
yosys.area.top_type = "edfxtp_1"
synth.yosys.num_cells = 4211
async_reset_ff_share_pct = 0
ys_types = 72
top_area_share_pct = 77.3
ff_type = "edfxtp_1"
synth-seq-cells = 2055
avgSynthCellArea_sq_um = 19.0
syn_area_sq_um = 79800
synth_dominant_cell_count = "edfxtp_1"

[detailed_routing]
wl_per_cell_um = 37.4
firstDrtPassIters = 7
via_per_inst = 6.50
drt_iter0_drc = 3058
drt_wl_total_um = 252000
via_count = 43876
drc = 0
drtAntennaViolNets = 0

[sta]
worst_slew_margin_rel_pct = 19.0
hold_viol = 0
drv_slew = 0
fin_crit_sh_pct = 54.8
rsz0062_at_grt = "no"
worst_slew_pin_slew_ns = 1.21
final.setup.tns_ns = 0
min_period_ns = 22.62
fmax_ghz = 0.0442
setup_viol = 0

[cts]
holdBufCountCts = 0
cts.clk_slew.worst_paths_ns = 0.06
cts_tree = "built"
cts_resized = 0
clk_path_buf_depth = 3
cts_buffers = 203
post_cts_buffers = 0
htree_levels = 4
cts.sinks = 2055
clockRootBuffer = "clkbuf_16"

[setup_path]
cp_top_family = "buffers and inverters"
crit_slowest_cell = "o32ai_1"
critPathBufInv = 6
path_cells = "buf_8 -> buf_4 -> nor2_4 -> buf_4 -> buf_4 -> buf_4 -> a22oi_1 -> nor2_1 -> a2111oi_0 -> o32ai_1 -> a2111oi_0 -> a31oi_1 -> clkdlybuf4s50_1"
cpPeakStageDelay_ns = 1.09
start_kind = "input port"
cpMostUsedCell = "buf_4"
path_max_fanout = 45
critPathArrivalTime_ns = 14.36
critPathKind = "input port to output pin"
critPathRequiredTime_ns = 33.04
endpoint_kind = "output pin"

[global_routing]
grt_max_degree = 91
grt_pass1_vias = 45763
antenna_found_initial = 10
grt_overflow = 0
grtUsageTotal_pct = 35.6
grt_pass1_wl_um = 352000

[placement]
numPortBuffers = 59
gp_congestion = 1.01
dp_hpwl_um = 154000

[flow_run]
drv_cap = 0
warning_count = 26

[finish]
layout-drive-gt1-share_pct = 21.6
syn2layout_area_growth_pct = 13.1

[outcome]
outcome = "complete, no violations"

[hold_path]
hold_class = "input port to flop"
==> state kept, by name (all words and copies together) (netlist names) <==
signal	count
memcell	2048
io_display	7
==> placed cells by master (no fill, tap or decap), types with 7 or more instances in the layout <==
master / n
bufinv_16: 10
o22a_1: 10
mux4_2: 177
o211ai_1: 7
a221o_1: 34
nor3_1: 8
mux2i_1: 257
mux2_2: 128
a22oi_1: 103
o22ai_1: 119
nor2_1: 193
clkinv_2: 46
a211oi_1: 12
nor2_2: 44
clkbuf_16: 207
nand2_1: 125
edfxtp_1: 2055
a22o_1: 65
a221oi_1: 189
mux4_1: 8
a2111oi_0: 7
o21ai_0: 110
o221ai_1: 22
buf_4: 333
clkbuf_1: 43
a31oi_1: 11
clkdlybuf4s50_1: 38
clkinv_1: 52
a21oi_1: 99
nand3_1: 7
==> logic make-up (layout without fill, tap and decap cells) <==
group / Yosys count / in the layout / synth area share, %
AND/OR/NAND/NOR: 426 / 426 / 2.20
multiplexers: 577 / 577 / 10.4
AND-OR/OR-AND: 858 / 858 / 7.98
flip-flops: 2055 / 2055 / 77.3
other: 0 / 5 / 0
buffers and inverters: 295 / 757 / 2.13
==> area by class of cell <==
class,instances,area (sq um)
fillers,11531,68100
flip-flops and latches,2055,61700
multi-input cells,1861,16600
clock buffers,250,5340
repair buffers,380,3020
well taps,2072,2590
clock inverters,122,932
inverters,5,28.8
diodes,5,12.5
==> stage by stage <==
stage | instance area (sq um) | hold slack, ns | instances | utilization [%] | setup slack, ns
after global routing | 90300 | 7.76 | 6747 | 57.0 | 18.57
after global placement | 84000 | 8.60 | 6373 | 53.0 | 18.88
final | 90300 | 7.77 | 6750 | 57.0 | 18.68
after detailed placement | 84000 | 8.60 | 6373 | 53.0 | 18.90
after CTS | 90300 | 7.73 | 6745 | 57.0 | 18.86
after floorplan | 79800 | 8.36 | 4211 | - | 23.05
==> power groups by stage <==
stage,logic [uW],clock network (uW),registers (uW)
CTS,242,1770,2290
global route,256,1850,2290
finish,246,1750,2290
==> path summary, 6_finish.rpt <==
kind / start / endpoint / slack [ns] / cells past startpoint
min: wdata[0] / io_display[0]$_DFFE_PP_ / 7.77 / 1
max: addr[3] / rdata[7] / 18.68 / 13
==> routing by layer <==
metal / wire, um / global-route usage [%] / share of wire [%] / vias to the layer above
li1: - / - / - / 18140
met1: 79300 / 46.5 / 31 / 21911
met2: 112000 / 47.2 / 44 / 3251
met3: 47500 / 28.3 / 19 / 540
met4: 12600 / 12.7 / 5.0 / 34
met5: 1230 / 4.79 / 0.49 / -
Power figures rest on the tool's default switching activity, not on a simulated workload.
